--- flow/constraint.sdc ---
current_design top_LEDctrl

set clk_period 4.3
set clk_io_pct 0.2

create_clock -name clk0 -period $clk_period [get_ports {clk}]

set non_clock_inputs [all_inputs -no_clocks]
set_input_delay [expr $clk_period * $clk_io_pct] -clock clk0 $non_clock_inputs
set_output_delay [expr $clk_period * $clk_io_pct] -clock clk0 [all_outputs]
--- flow/config.mk ---
export PLATFORM = sky130hd
export DESIGN_NAME = top_LEDctrl
export DESIGN_NICKNAME = top_LEDctrl
export VERILOG_FILES = /design/flow/design.v
export SDC_FILE = /design/flow/constraint.sdc
export NUM_CORES = 4
export LEC_CHECK = 1
export CORE_UTILIZATION = 30
--- flow/run.sh ---
#!/bin/bash
# OpenROAD 26Q1-2900-gdf79404cd8, Yosys 0.63+post, stock flow scripts
make -C /OpenROAD-flow-scripts/flow DESIGN_CONFIG=/design/flow/config.mk WORK_HOME=/design/flow/orfs finish
--- flow/design.v ---
module blink_time(
    input clk_out,
    input rst,
    input interrupt_flag,
    output reg [3:0] led
    );
    reg brightness;
    reg [3:0] switch_flag;
    reg [8:0] count_us;
    reg [9:0] count_ms;
    reg [9:0] count_s;
    parameter us_max = 8'd50, ms_max = 10'd1000, s_max = 10'd1000;
    always @(posedge clk_out or posedge rst) begin
        if(rst)
            count_us <= 8'd0;
        else if(interrupt_flag)
            count_us <= count_us;
        else
            count_us <= (count_us < us_max-8'd1) ? count_us + 8'd1 : 8'd0;
    end
    always @(posedge clk_out or posedge rst) begin
        if(rst)
            count_ms <= 10'd0;
        else if(interrupt_flag)
            count_ms <= count_ms;
        else if(count_us == us_max-8'd1 && count_ms == ms_max-10'd1)
            count_ms <= 10'd0;
        else
            count_ms <= (count_us == us_max-8'd1) ? count_ms + 10'd1 : count_ms;
    end
    always @(posedge clk_out or posedge rst) begin
        if(rst)
            count_s <= 10'd0;
        else if(interrupt_flag)
            count_s <= count_s;
        else if(count_us == us_max-8'd1 && count_ms == ms_max-10'd1 && count_s == s_max-10'd1)
            count_s <= 10'd0;
        else
            count_s <= (count_us == us_max-8'd1 && count_ms == ms_max-10'd1) ? count_s + 10'd1 : count_s;
    end
    always@(posedge clk_out or posedge rst) begin
        if(rst)
            brightness <= 1'b1;
        else if(interrupt_flag)
            brightness <= brightness;
        else
            brightness <= (count_us == us_max-8'd1 && count_ms == ms_max-10'd1 && count_s == s_max-10'd1) ? ~brightness : brightness;
    end
    always @(posedge clk_out or posedge rst) begin
        if(rst)
            switch_flag <= 4'b0001;
        else if(interrupt_flag)
            switch_flag <= switch_flag;
        else
            switch_flag <= (~brightness && count_us == us_max-8'd1 && count_ms == ms_max-10'd1 && count_s == s_max-10'd1) ? {switch_flag[2:0], switch_flag[3]} : switch_flag;
    end
    always @(posedge clk_out or posedge rst) begin
        if(rst)
            led <= 4'd0;
        else if(interrupt_flag)
            led <= switch_flag;
        else begin
            case(switch_flag)
                4'b0001: begin
                    case(brightness)
                        1'b1: led[0] <= (count_ms <= count_s) ? 1'b1 : 1'b0;
                        1'b0: led[0] <= (count_ms > count_s) ? 1'b1 : 1'b0;
                    endcase
                end
                4'b0010: begin
                    case(brightness)
                        1'b1: led[1] <= (count_ms <= count_s) ? 1'b1 : 1'b0;
                        1'b0: led[1] <= (count_ms > count_s) ? 1'b1 : 1'b0;
                    endcase
                end
                4'b0100: begin
                    case(brightness)
                        1'b1: led[2] <= (count_ms <= count_s) ? 1'b1 : 1'b0;
                        1'b0: led[2] <= (count_ms > count_s) ? 1'b1 : 1'b0;
                    endcase
                end
                4'b1000: begin
                    case(brightness)
                        1'b1: led[3] <= (count_ms <= count_s) ? 1'b1 : 1'b0;
                        1'b0: led[3] <= (count_ms > count_s) ? 1'b1 : 1'b0;
                    endcase
                end
                default:;
            endcase
        end
    end
endmodule
module de_bounce(
    input clk_out,
    input rst,
    input touch,
    output reg btn_debounce
    );
    reg touch_cap;
    reg touch_shift;
    reg [19:0] count;
    parameter count_max = 20'd500000;
    always @(posedge clk_out or posedge rst) begin
        if(rst) begin
            touch_cap <= 1'b0;
            touch_shift <= 1'b0;
        end
        else begin
            touch_cap <= touch;
            touch_shift <= touch_cap;
        end
    end
    always @(posedge clk_out or posedge rst) begin
        if(rst)
            count <= 0;
        else if(touch_shift == ~touch_cap)
            count <= count_max;
        else if(count > 20'd0)
            count <= count - 20'd1;
        else
            count <= 20'd0;
    end
    always @(posedge clk_out or posedge rst) begin
        if(rst)
            btn_debounce <= 20'd0;
        else
            btn_debounce <= (count == 20'd1) ? ~btn_debounce : btn_debounce;
    end
endmodule
module led_pause(
    input clk_out,
    input rst,
    input btn_debounce,
    output reg interrupt_flag);
reg btn_shift;
wire detect;
always @(posedge clk_out or posedge rst) begin
    if(rst) begin
        btn_shift <= 0;
    end
    else begin
        btn_shift <= btn_debounce;
    end
end
assign detect = ~btn_shift & btn_debounce;  
always @(posedge clk_out or posedge rst) begin
    if(rst) begin
        interrupt_flag <= 1'b0;
    end
    else begin
        interrupt_flag <= detect ? ~interrupt_flag : interrupt_flag;
    end
end
endmodule
module top_LEDctrl(
    input clk,
    input reset,
    input touch,
    output [3:0] led
    );
wire btn_debounce;
wire interrupt_flag;
parameter count_max = 20'd500000;
parameter us_max = 9'd500, ms_max = 8'd100, s_max = 8'd100;
de_bounce #( .count_max(count_max)) de_vibrate(
    .clk_out(clk),
    .rst(reset),
    .touch(touch),
    .btn_debounce(btn_debounce)
);
led_pause disturbLED(
    .clk_out(clk),
    .rst(reset),
    .btn_debounce(btn_debounce),
    .interrupt_flag(interrupt_flag)
);
blink_time #( .us_max(us_max), .ms_max(ms_max), .s_max(s_max)) gradualLight(
    .clk_out(clk),
    .rst(reset),
    .interrupt_flag(interrupt_flag),
    .led(led)
);
endmodule
==> run summary <==
This note records the results obtained with Yosys and OpenROAD.

Floorplanning
The y dimension of the die is 109 um. The chip occupies 11900 um2. The placement row count is 38. Pin placement for this block handled 7 I/O pins. Per the OpenROAD floorplan log, the area of the core is 11000 um2. The pre-placement core utilization is 31.3%. The die is 109 um wide.

GRT
The pin count of the biggest net entering global routing is 40. Summed over all routing layers, the global router reports a total usage of 12.2%. The via count of the first global-routing pass is 2412. Global routing finished with a remaining overflow of 0.

The initial antenna violation count is 0. The first-pass GRT wire length is 11300 um.

Worst setup path
The largest delay contributor family on the critical path is simple AND/OR/NAND/NOR gates. Per STA, the startpoint of the critical path is gradualLight.count_us[0]. The startpoint kind of the worst setup timing path is a flop. The data arrival at the endpoint of the critical path is 2.78 ns. For the worst reg-to-reg path, the startpoint reported by OpenROAD is gradualLight.count_us[0]. The number of cells traversed by the worst register-to-register path is 6. The worst path required time is 4.51 ns.

The number of cells on the critical path is 6. The delay contributed by the slowest stage of the critical path is 0.64 ns. The path type of the worst setup path is reg2reg.

Together, buffers and inverters on the worst path number 0. The worst-path cell with the longest stage delay is sky130_fd_sc_hd__or4b_1. The timing report gives the worst reg2reg path a setup slack of 1.73 ns.

The signal on the critical path passes through ha_1, nor2b_1, and4_1, nand4_1, or4b_1, xnor2_1. The sort of element at the end of the critical path is a flop. The capture point of the worst register-to-register path is recorded as gradualLight.count_s[8]. The maximum fanout along the worst path is 11.

Job
The report counts max-capacitance violations totalling 0. The tally of OpenROAD warnings is 27.

Worst hold path
STA lists the startpoint of the worst hold path as de_vibrate.touch_cap. The cell depth of the worst min-delay path is 0. The capture endpoint of the worst hold path is de_vibrate.touch_shift. The worst hold path belongs to the class reg2reg.

Clock network
The report lists the number of cells resized after CTS as 0. After clock tree synthesis, the flow added hold-fix buffers numbering 0. The clock tree synthesis step divided the H-tree into 3 levels.

TritonCTS built the clock tree. The clock tree has to reach 63 sinks. The library cell used as clock root buffer is sky130_fd_sc_hd__clkbuf_16.

The clock-pin slew on the worst setup and hold paths is 0.06 ns. The clock latency at the later pin of the worst-skew pair is 0.33 ns. Counting along the longest clock path gives a buffer depth of 2. The total CTS buffers is 9. Buffers added to address setup during post-CTS repair amount to 0.

Power and ir drop
The share of total power dissipated in sequential elements is 40.7%. The net switching power in the latest report is 0.000392 W. The share of total power consumed by net switching is 23.7%. The total leakage power is 1.63 nW. Per report_power, the combinational group accounts for 9.2% of the total. The worst ir drop on vdd is 0.363 mV. Per the summary, power density relative to cell area is 416 nW/um2. The final power report lists total power as 0.00166 W. The share of power burned in the clock network is 50.1%. The cell-internal power is 0.00126 W.

Synthesis
The cell count after synthesis is 357. The average cell area after synthesis is 9.63 um2. The post-synth count of flops with an enable pin is 0. The number of warnings issued by yosys is 3.

The distinct cell type count after synthesis is 52. The most frequently used flop master after synthesis is sky130_fd_sc_hd__dfrtp_1. The share of synthesized registers carrying an async set or reset is 100%. The cell area after synthesis is 3440 um2. Sequential elements use 45.9% of the synthesized area. The register bit total from synthesis is 63. Post-synthesis, Yosys gives the total cell area as 3440 um2. The synthesized netlist was found by Yosys to have 357 cells.

Cells and area
The synthesis-to-finish area growth is 15.8%. The final standard cell count with taps included and fillers excluded is 511. The utilization after layout is 36.2%.

The share of final-layout standard cells stronger than drive strength 1 is 10.2%. Fill cells in the final layout number 1052.

Timing
Setup repair after global routing left no endpoint under its margin. The remaining max-slew budget at the tightest pin is 45.7%. The actual slew at the worst max-slew pin is 0.815 ns. The final clock skew is 0.00551 ns.

The number of pins exceeding their max-slew limit in the final report is 0. The final period utilization is 59.7%. For the final routed database, the setup TNS stands at 0 ns.

The final report lists the setup-violating endpoint count as 0. The maximum operating frequency is 389 MHz. Hold-check failures listed in the final report amount to 0.

The smallest clock period supported by the final layout is computed as 2.57 ns. The worst hold slack after final layout is 0.398 ns.

Route
The routed design ends up with an antenna cell count of 0. The routed length on met3 is 252 um. The residual DRC count is 0.

The met2 routed wirelength is 2590 um. Across all layers, the routed design uses 2518 vias. Once detail routing completed, the nets flagged for antenna violations numbered 0. The script logs the mean routed wire length per placed instance as 12.2 um. The wire length recorded after detailed routing is 6260 um. The top layer used by detailed routing is met4. The post-route report lists met1 wire length as 3330 um. The violation tally recorded at the end of detailed-routing iteration 0 is 145. Before antenna repair, the detailed router went through 4 iterations. The number of vias per cell is 4.93.

Outcome
The run finished with clean final reports.

Placement
During placement, the flow inserted port buffers numbering 6. The instance count after placement with tap cells included is 495. For this run the detailed placement stage logged an HPWL of 4390 um. The final weighted congestion in routability-driven placement is 0.802.
[final cells by class]
class / instances / area, um2 / share of cell area, %
inverter: 18 / 67.6 / 1.70
sequential: 63 / 1580 / 39.7
tap: 140 / 175 / 4.40
multi-input combinational: 267 / 1740 / 43.8
timing repair buffer: 7 / 67.6 / 1.70
clock inverter: 7 / 121 / 3.05
clock buffer: 9 / 225 / 5.66
[cells by family (layout without fill, tap and decap cells)]
| family | after synthesis | after routing | synth area share [%] |
|---|---|---|---|
| AND-OR/OR-AND | 53 | 53 | 8.84 |
| XOR/XNOR | 33 | 33 | 8.41 |
| adder cells (fa/ha/maj) | 16 | 16 | 5.82 |
| buffers and inverters | 27 | 41 | 3.35 |
| flip-flops | 63 | 63 | 45.9 |
| multiplexers | 7 | 7 | 2.22 |
| AND/OR/NAND/NOR | 158 | 158 | 25.4 |
[cells in the final DEF (no fill, tap or decap), types with 9 or more instances in the layout]
cell,n
sky130_fd_sc_hd__a21oi_1,11
sky130_fd_sc_hd__clkbuf_16,9
sky130_fd_sc_hd__dfrtp_1,61
sky130_fd_sc_hd__ha_1,16
sky130_fd_sc_hd__inv_1,17
sky130_fd_sc_hd__nand2_1,33
sky130_fd_sc_hd__nand4_1,12
sky130_fd_sc_hd__nor2_1,45
sky130_fd_sc_hd__nor3_1,12
sky130_fd_sc_hd__o21ai_0,26
sky130_fd_sc_hd__xnor2_1,21
sky130_fd_sc_hd__xor2_1,12
[sequential cells by signal, summed over array words and instances (netlist names)]
signal,flops
gradualLight.brightness,1
gradualLight.led,4
de_vibrate.touch_shift,1
gradualLight.count_s,10
de_vibrate.touch_cap,1
de_vibrate.count,20
gradualLight.count_us,9
disturbLED.interrupt_flag,1
disturbLED.btn_shift,1
de_vibrate.btn_debounce,1
gradualLight.switch_flag,4
gradualLight.count_ms,10
[cell usage after synthesis, drive strengths merged (6+ instances only)]
cell type | n | area [um2]
nor3 | 14 | 86.3
xor2 | 12 | 105
nand4 | 12 | 75.1
dfrtp | 61 | 1530
nor4 | 6 | 67.6
ha | 16 | 200
a21oi | 11 | 55.1
inv | 18 | 67.6
and3 | 7 | 43.8
nor2 | 45 | 169
nand3 | 8 | 40.0
xnor2 | 21 | 184
o21ai | 29 | 149
nand2 | 33 | 124
[per-stage QoR]
step,instance area [um2],worst slack (ns)
2_1_floorplan,3440,1.87
3_3_place_gp,3630,1.80
3_5_place_dp,3630,1.77
4_1_cts,3980,1.75
5_1_grt,3980,1.51
6_report,3980,1.73
[worst max path at each step]
stage | end | slack [ns]
after CTS | gradualLight.count_s[8] | 1.75
final | gradualLight.count_s[8] | 1.73
after global routing | gradualLight.switch_flag[1] | 1.51
[metal layers]
| layer | up-vias | global-route usage, % |
|---|---|---|
| met5 | - | 0 |
| met4 | 0 | 1.25 |
| met3 | 11 | 3.23 |
| met2 | 30 | 18.0 |
| met1 | 1197 | 18.8 |
| li1 | 1280 | - |
[power groups by stage]
stage / logic [W] / registers, W / clock network [W]
CTS: 0.000154 / 0.000674 / 0.000846
global route: 0.000176 / 0.000683 / 0.000869
finish: 0.000152 / 0.000675 / 0.000829
No activity file was given, so power comes from the tool's default toggle rates.
